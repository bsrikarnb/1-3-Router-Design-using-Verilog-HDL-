<file path="design.v">
`timescale 1ns/1ps
module router_1x3 (
    input  wire        clk,
    input  wire        resetn,
    input  wire        pkt_valid,
    input  wire [7:0]  data_in,
    output reg  [7:0]  data_out_0,
    output reg  [7:0]  data_out_1,
    output reg  [7:0]  data_out_2,
    output reg         vld_out_0,
    output reg         vld_out_1,
    output reg         vld_out_2,
    output reg         err,
    output reg  [7:0]  parity_calc
);
    parameter IDLE   = 2'b00,
              HEADER = 2'b01,
              DATA   = 2'b10,
              PARITY = 2'b11;
    reg [1:0] current_state, next_state;
    reg [1:0] dest;
    reg [7:0] parity_recv;
    reg       parity_ready;
    always @(posedge clk or negedge resetn) begin
        if (!resetn)
            current_state <= IDLE;
        else
            current_state <= next_state;
    end
    always @(*) begin
        next_state = current_state;
        case (current_state)
            IDLE:   if (pkt_valid) next_state = HEADER;
            HEADER: next_state = DATA;
            DATA:   if (!pkt_valid) next_state = PARITY;
            PARITY: next_state = IDLE;
        endcase
    end
    always @(posedge clk or negedge resetn) begin
        if (!resetn)
            parity_ready <= 1'b0;
        else if (current_state == PARITY)
            parity_ready <= ~parity_ready;
        else
            parity_ready <= 1'b0;
    end
    always @(posedge clk or negedge resetn) begin
        if (!resetn) begin
            dest <= 2'b00;
            parity_calc <= 8'd0;
            parity_recv <= 8'd0;
            err <= 1'b0;
            data_out_0 <= 8'd0;
            data_out_1 <= 8'd0;
            data_out_2 <= 8'd0;
            {vld_out_0, vld_out_1, vld_out_2} <= 3'b000;
        end
        else begin
            case (current_state)
                IDLE: begin
                    data_out_0 <= 8'd0;
                    data_out_1 <= 8'd0;
                    data_out_2 <= 8'd0;
                    {vld_out_0, vld_out_1, vld_out_2} <= 3'b000;
                    parity_calc <= 8'd0;
                    parity_recv <= 8'd0;
                    err <= 1'b0;
                end
                HEADER: begin
                    dest <= data_in[1:0];    
                    parity_calc <= data_in;  
                    {vld_out_0, vld_out_1, vld_out_2} <= 3'b000;
                end
                DATA: begin
                    if (pkt_valid) begin
                        parity_calc <= parity_calc ^ data_in;
                        case (dest)
                            2'b00: begin
                                data_out_0 <= data_in;
                                {vld_out_0, vld_out_1, vld_out_2} <= 3'b100;
                            end
                            2'b01: begin
                                data_out_1 <= data_in;
                                {vld_out_0, vld_out_1, vld_out_2} <= 3'b010;
                            end
                            2'b10: begin
                                data_out_2 <= data_in;
                                {vld_out_0, vld_out_1, vld_out_2} <= 3'b001;
                            end
                            default: {vld_out_0, vld_out_1, vld_out_2} <= 3'b000;
                        endcase
                    end 
                    else begin
                        data_out_0 <= 8'd0;
                        data_out_1 <= 8'd0;
                        data_out_2 <= 8'd0;
                        {vld_out_0, vld_out_1, vld_out_2} <= 3'b000;
                    end
                end
                PARITY: begin
                    data_out_0 <= 8'd0;
                    data_out_1 <= 8'd0;
                    data_out_2 <= 8'd0;
                    {vld_out_0, vld_out_1, vld_out_2} <= 3'b000;
                    if (!parity_ready)
                        parity_recv <= data_in;
                    if (parity_calc == data_in)
                        err <= 1'b0;
                    else
                        err <= 1'b1;
                end
            endcase
        end
    end
endmodule
</file>
<file path="run.sh">
#!/bin/bash
# OpenROAD 26Q1-2900-gdf79404cd8, Yosys 0.63+post, stock flow scripts
make -C /OpenROAD-flow-scripts/flow DESIGN_CONFIG=/design/flow/config.mk WORK_HOME=/design/flow/orfs finish
</file>
<file path="config.mk">
export PLATFORM = sky130hd
export DESIGN_NAME = router_1x3
export DESIGN_NICKNAME = router_1x3
export VERILOG_FILES = /design/flow/design.v
export SDC_FILE = /design/flow/constraint.sdc
export NUM_CORES = 4
export LEC_CHECK = 1
export CORE_UTILIZATION = 30
</file>
<file path="constraint.sdc">
current_design router_1x3

set clk_period 3.2
set clk_io_pct 0.2

create_clock -name clk0 -period $clk_period [get_ports {clk}]

set non_clock_inputs [all_inputs -no_clocks]
set_input_delay [expr $clk_period * $clk_io_pct] -clock clk0 $non_clock_inputs
set_output_delay [expr $clk_period * $clk_io_pct] -clock clk0 [all_outputs]
</file>
==> job_summary.md <==
### Metrics collected by this job

| Metric | Value |
|---|---|
| Final Hold Fails | `0` |
| YS warnings | `1` |
| Core region area | `0.00599 sq mm` |
| Distinct cell type count after synthesis | `28` |
| Final Skew | `0.00670 ns` |
| Post-DP Area | `0.00237 sq mm` |
| Layout cells sized above 1 | `7.39%` |
| Avg Cell Area, Syn | `10.2 sq um` |
| DP Wirelength | `2.93 mm` |
| Post-route minimum period | `2.08 ns` |
| Post-Synthesis Cell Area | `0.00189 sq mm` |
| Post-route cell area | `0.00248 sq mm` |
| Kind of critical path | `input port to flop` |
| Commonest Layout Cell | `clkdlybuf4s50_1` |
| Critical Path Source Type | `input port` |
| Initial antenna violation count | `0` |
| Pin count of the biggest net entering global routing | `27` |
| Final WL | `4.12 mm` |
| Max Root-Sink Buffers | `2` |
| RSZ-0062 raised after global routing | `no` |
| Fill count | `572` |
| Number of global-route vias before repair | `1414` |
| GR Overflow Total | `0` |
| First-pass iteration count of the detailed router | `4` |
| Slowest stage cell, crit path | `clkdlybuf4s50_1` |
| Peak VDD IR | `0.000412 V` |
| Post-CTS sizing | `0` |
| Total track usage | `13.9%` |
| Cycle use final | `64.9%` |
| Vias/cell | `4.83` |
| Worst path cell trace | `clkdlybuf4s50_1, nand2_2, o21ai_4, o21ai_0` |
| WL/cell | `13.5 um` |
| Die area | `0.00663 sq mm` |
| CTS buffer count | `5` |
| Status | `finished clean` |
| P&R area growth vs syn | `31.2%` |
| Final setup fails | `0` |
| Worst Hold Class | `input port to async pin` |
| Max cap viols | `0` |
| Crit path arrival time | `2.24 ns` |
| Gate Count Post-Synth | `185` |
| Top cells by area, synth | `dfrtp_1, nand2_1, o21ai_0, a221o_1, xnor2_1` |
| Die height | `81.4 um` |
| # DRC | `0` |
| Post-route core utilization | `41.4%` |
| CTS tree | `done` |
| # hold bufs at CTS | `0` |
| Width of the die | `81.4 um` |
| Max-area cell share | `54.2%` |
| Critical path's largest stage delay | `0.82 ns` |
| Register share after synthesis | `55.6%` |
| Crit path DRT | `3.36 ns` |
| Non-Filler Instances | `305` |
| # rows | `28` |
| F_max | `0.481 GHz` |
| Yosys reg bits | `42` |
| Floorplan core density | `31.6%` |
| Worst skew pair latency | `0.29 ns` |
| Worst-Margin Slew | `0.641 ns` |
| Root Driver | `clkbuf_8` |
| Setup TNS | `0 ns` |
| Cell taking the most area after synthesis | `dfrtp_1` |
| H-tree levels | `2` |
| Clock Sinks | `42` |
| Number of antenna-violating nets in the routed design | `0` |
| Tool warnings | `25` |
| # IOs | `47` |
| Final Max Tran Viols | `0` |
| Total number of vias | `1472` |
| Yosys Chip Area | `0.00189 sq mm` |
| Critical Path Sink Type | `flop` |
| Global-route wire length before repair | `6.91 mm` |
| N_diodes | `0` |
| 1st-iter DRT viols | `70` |
| Clk slew on worst S/H paths | `0.08 ns` |
| Most frequent cells in the layout | `clkdlybuf4s50_1, nand2_1, dfrtp_1` |
| Power per cell area | `820 mW/mm^2` |
| RD Place Congestion | `0.756` |
| # Cells Yosys | `185` |
| # port buffers | `46` |
| Relative slew slack | `57.3%` |
| Leakage power | `1.01 nW` |
| Setup repair bufs after CTS | `0` |
| Largest fanout on the critical path | `16` |
| Inst Count DP | `297` |
-- worst max-delay path, delay by kind of cell --
kind                   cells  cell delay [ns]
AND/OR/NAND/NOR            1             0.23
AND-OR/OR-AND              2             0.54
buffers and inverters      1             0.82
-- layer usage --
layer  vias up  wire (um)  GRT usage, %
met5         -          0             0
met4         0         19          1.25
met3         2        237          2.71
li1        736          -             -
met1       694       2010          22.7
met2        40       1850          20.3
-- sequential cells by signal, indices dropped and copies added (netlist names) --
signal	cells
current_state	4
data_out_0	8
data_out_1	8
data_out_2	8
dest	2
err	1
parity_calc	8
vld_out_0	1
vld_out_1	1
vld_out_2	1
-- synthesized netlist by cell type, drive strengths merged --
| library cell | instances |
|---|---|
| o22ai | 8 |
| clkbuf | 1 |
| a211oi | 2 |
| nor4 | 1 |
| nor2 | 3 |
| nor2b | 2 |
| inv | 1 |
| o21bai | 1 |
| buf | 9 |
| and2b | 1 |
| o21ai | 35 |
| nand2 | 44 |
| and2 | 2 |
| mux2 | 2 |
| or3 | 1 |
| nor3b | 2 |
| dfstp | 1 |
| dfrtp | 41 |
| a221o | 7 |
| a21oi | 8 |
| nand4 | 2 |
| nand2b | 3 |
| xnor2 | 8 |
-- cells by family after synthesis --
group,after synthesis,synth area share [%]
simple gates,61,14.6
buf+inv,11,4.23
xor+xnor,8,3.70
flops,42,55.6
compound gates,61,20.7
mux,2,1.19
-- path summary, 6_finish.rpt --
path	to	startpoint	slack, ns	cells after the start
min in group clk0	data_out_0[0]	data_out_0[0]	0.48	2
max in group asynchronous	parity_calc[2]	resetn	2.26	2
worst max register to register	parity_calc[1]	current_state[2]	1.51	4
worst min register to register	data_out_0[0]	data_out_0[0]	0.48	2
worst max-delay path	data_out_0[7]	pkt_valid	1.12	4
worst min-delay path	data_out_2[7]	resetn	0.27	1
-- where the power goes --
group          leakage [nW]  total [mW]  internal (mW)  switching, mW
Combinational         0.406       0.718          0.480          0.238
Sequential            0.554       0.903          0.742          0.161
Clock                0.0514       0.414          0.233          0.181
Total                  1.01        2.03           1.45          0.580
-- metrics by stage --
step           hold WS [ns]  setup WS (ns)  total power, mW
3_5_place_dp          0.471          0.815             1.65
3_3_place_gp          0.469          0.831             1.63
6_report              0.268           1.12             2.03
2_1_floorplan         0.344           1.90             1.19
4_1_cts               0.268           1.13             2.06
5_1_grt               0.283          0.972             2.21
-- final cells by class --
cell class	instances	area (sq um)	area share, %
clock buffer	6	72.6	2.92
clock inverter	2	37.5	1.51
inverter	1	3.75	0.151
multi-input combinational	132	759	30.6
sequential	42	1050	42.4
tap	75	93.8	3.78
timing repair buffer	47	463	18.6
Power figures rest on the tool's default switching activity, not on a simulated workload.
